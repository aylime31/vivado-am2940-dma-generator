<file path="/design/flow/run.sh">
#!/bin/bash
# OpenROAD 26Q1-2900-gdf79404cd8, Yosys 0.63+post, stock flow scripts
make -C /OpenROAD-flow-scripts/flow DESIGN_CONFIG=/design/flow/config.mk WORK_HOME=/design/flow/orfs finish
</file>
<file path="/design/flow/config.mk">
export PLATFORM = sky130hd
export DESIGN_NAME = am2940_top
export DESIGN_NICKNAME = am2940_top
export VERILOG_FILES = /design/flow/design.v
export SDC_FILE = /design/flow/constraint.sdc
export NUM_CORES = 4
export LEC_CHECK = 1
export CORE_UTILIZATION = 30
</file>
<file path="/design/flow/constraint.sdc">
current_design am2940_top

set clk_period 2.0
set clk_io_pct 0.2

create_clock -name clk0 -period $clk_period [get_ports {clk}]

set non_clock_inputs [all_inputs -no_clocks]
set_input_delay [expr $clk_period * $clk_io_pct] -clock clk0 $non_clock_inputs
set_output_delay [expr $clk_period * $clk_io_pct] -clock clk0 [all_outputs]
</file>
<file path="/design/flow/design.v">
`default_nettype none
module address_path(
    input wire clk,
    input wire res, 
    input wire plar,
    input wire sela,
    input wire plac,
    input wire ena,
    input wire inca,
    input wire aci,
    input wire [3:0] bus_data_in,
    output wire [3:0] address_out,
    output wire aco
    );
    wire [3:0] address_reg_out;
    wire [3:0] address_mux_out;
    register addr_reg_inst (
        .clk(clk),
        .plar(plar), 
        .di(bus_data_in),
        .do(address_reg_out)
        );
    mux_2_to_1_4bit addr_mux_inst (
        .sel(sela),
        .d0(bus_data_in),
        .d1(address_reg_out),
        .y(address_mux_out)
    );
    counter addr_counter_inst (
        .clk(clk),
        .res(res),
        .load(plac),
        .enable(ena),
        .up(inca),
        .carry_in(aci),
        .data_in(address_mux_out),
        .count_out(address_out),
        .carry_out(aco)
    );
endmodule
`default_nettype none
module am2940_top (
    input wire        clk,
    input wire        res,
    input wire [2:0]  I,
    input wire        nOEA,
    input wire        ACI,
    input wire        WCI,
    input wire [3:0]  D_IN,
    output wire [3:0] A,
    output wire [3:0] D_OUT,
    output wire       OEDATA_LED,
    output wire       DONE,
    output wire       ACO,
    output wire       WCO
);
    wire plar, plwr, sela, selw, plcr, plac, ena, inca, deca;
    wire resw, plwc, enw, incw, decw, oedata_internal;
    wire [1:0] seld;
    wire [3:0] address_path_out;
    wire [3:0] word_path_count_out;
    wire [3:0] word_path_reg_out;
    wire [3:0] ctrl_reg_out;
    wire [3:0] data_mux_out;
    instruction_decoder decoder_inst (
        .I(I), .CR(ctrl_reg_out), .plar(plar), .plwr(plwr), .sela(sela),
        .selw(selw), .plcr(plcr), .seld(seld), .plac(plac), .ena(ena),
        .inca(inca), .deca(deca), .resw(resw), .plwc(plwc), .enw(enw),
        .incw(incw), .decw(decw), .oedata(oedata_internal)
    );
    ctrl_register ctrl_register_inst (
        .clk(clk), .plcr(plcr), .di(D_IN), .do(ctrl_reg_out)
    );
    address_path addr_path_inst (
        .clk(clk), .res(res), .plar(plar), .sela(sela), .plac(plac),
        .ena(ena), .inca(inca), .aci(ACI), .bus_data_in(D_IN),
        .address_out(address_path_out), .aco(ACO)
    );
    word_path word_path_inst (
        .clk(clk), .res(resw), .plwr(plwr), .selw(selw), .plwc(plwc),
        .enw(enw), .incw(incw), .wci(WCI), .bus_data_in(D_IN),
        .word_count_out(word_path_count_out), 
        .word_reg_out(word_path_reg_out), .wco(WCO)
    );
    data_mux data_mux_inst (
        .seld(seld), .add_cnt_in(address_path_out),
        .word_cnt_in(word_path_count_out), .ctrl_reg_in(ctrl_reg_out),
        .data_out(data_mux_out)
    );
    done_gen done_gen_inst (
        .word_count_val(word_path_count_out), .word_reg_val(word_path_reg_out),
        .addr_count_val(address_path_out), .wci(WCI), .mode(ctrl_reg_out[1:0]),
        .done(DONE)
    );
    assign A = (nOEA == 1'b0) ? address_path_out : 4'hZ;
    assign D_OUT = (oedata_internal == 1'b1) ? data_mux_out : 4'h0;
    assign OEDATA_LED = oedata_internal;
endmodule
`default_nettype wire
module counter(
    input wire clk,
    input wire res,
    input wire load,
    input wire enable,
    input wire up,
    input wire carry_in,
    input wire [3:0] data_in,
    output reg [3:0] count_out,
    output wire carry_out
    );
    always @(posedge clk or posedge res)
        begin
            if (res) begin
                count_out <= 4'b0000;
            end else if (load) begin
                count_out <= data_in;
            end else if (enable && carry_in) begin
                if (up) begin
                    count_out <= count_out + 1;
                end else begin
                    count_out <= count_out - 1;
                end
            end 
         end 
         assign carry_out = (enable && carry_in && up && (count_out == 4'b1111)) || (enable && carry_in && !up && (count_out == 4'b0000));
endmodule
module ctrl_register(
    input wire [2:0] di,
    output reg [3:0] do,
    input wire clk,
    input wire plcr
);
always @(posedge clk) 
    begin 
        if (plcr) begin
            do <= di;
        end
    end
endmodule
module data_mux (
    input wire [1:0] seld,
    input wire [3:0] add_cnt_in,      
    input wire [3:0] word_cnt_in,     
    input wire [2:0] ctrl_reg_in,
    output reg [3:0] data_out
);
    always @(*) begin
        case (seld)
            2'b00:  data_out = add_cnt_in;
            2'b01:  data_out = word_cnt_in;
            2'b10:  data_out = {1'b0, ctrl_reg_in};
            2'b11:  data_out = {1'b0, ctrl_reg_in};
            default: data_out = 4'hX;
        endcase
    end
endmodule
module done_gen(
    input wire [3:0] addr_count_val,
    input wire [3:0] word_count_val,
    input wire [3:0] word_reg_val,
    input wire wci,
    input wire [1:0] mode, 
    output reg done
);
always @(*) begin
    casex ({mode, wci})
        3'b00_0: done = (word_count_val == 4'h1);
        3'b00_1: done = (word_count_val == 4'h0);
        3'b01_x: done = (word_count_val == word_reg_val);
        3'b10_x: done = (addr_count_val == word_count_val);
        3'b11_x: done = 1'b0;
        default: done = 1'b0; 
     endcase
end
endmodule
`default_nettype none
module instruction_decoder (
    input wire [2:0] I,
    input wire [2:0] CR,
    output reg plar,
    output reg plwr,
    output reg sela,
    output reg selw,
    output reg plcr,
    output reg [1:0] seld,
    output reg plac,
    output reg ena,
    output reg inca,
    output reg deca,
    output reg resw,
    output reg plwc,
    output reg enw,
    output reg incw,
    output reg decw,
    output reg oedata
);
    always @(*) begin
        plar = 1'b0; plwr = 1'b0; sela = 1'b0; selw = 1'b0;
        plcr = 1'b0; seld = 2'bxx; plac = 1'b0; ena = 1'b0;
        inca = 1'b0; deca = 1'b0; resw = 1'b0; plwc = 1'b0;
        enw = 1'b0; incw = 1'b0; decw = 1'b0; oedata = 1'b0;
        case (I)
            3'b000: begin  
                plcr = 1'b1;
            end
            3'b001: begin  
                seld = 2'b10;
                oedata = 1'b1;
            end
            3'b010: begin  
                seld = 2'b01;
                oedata = 1'b1;
            end
            3'b011: begin  
                seld = 2'b00;
                oedata = 1'b1;
            end
            3'b100: begin  
                sela = 1'b1;
                plac = 1'b1;
                if (CR == 3'bx01) begin  
                    resw = 1'b1;
                end else begin  
                    selw = 1'b1;
                    plwc = 1'b1;
                end
            end
            3'b101: begin  
                plar = 1'b1;
                plac = 1'b1;
            end
            3'b110: begin  
                plwr = 1'b1;
                if (CR == 3'bx01) begin  
                    resw = 1'b1;
                end else begin  
                    plwc = 1'b1;
                end
            end
            3'b111: begin  
                ena = 1'b1;
                case (CR)
                    3'b000: begin  
                        inca = 1'b1; deca = 1'b0;
                        enw = 1'b1; incw = 1'b0; decw = 1'b1;
                    end
                    3'b001: begin  
                        inca = 1'b1; deca = 1'b0;
                        enw = 1'b1; incw = 1'b1; decw = 1'b0;
                    end
                    3'b010: begin  
                        inca = 1'b1; deca = 1'b0;
                        enw = 1'b0;
                    end
                    3'b100: begin  
                        inca = 1'b0; deca = 1'b1;
                        enw = 1'b1; incw = 1'b0; decw = 1'b1;
                    end
                    3'b101: begin  
                        inca = 1'b0; deca = 1'b1;
                        enw = 1'b1; incw = 1'b1; decw = 1'b0;
                    end
                     3'b110: begin  
                        inca = 1'b0; deca = 1'b1;
                        enw = 1'b0;
                    end
                    3'b011, 3'b111: begin  
                         inca = 1'b1; deca = 1'b0;  
                         enw = 1'b1; incw = 1'b1; decw = 1'b0;
                         if(CR[2]) begin  
                            inca = 1'b0; deca = 1'b1;
                         end
                    end
                endcase
            end
        endcase
    end
endmodule
`default_nettype wire
 module mux_2_to_1_4bit (
    input wire sel, 
    input wire [3:0] d0,
    input wire [3:0] d1,
    output wire [3:0] y
 );
    assign y = sel? d1 : d0;
endmodule
`timescale 1ns / 1ps
module register(
input wire [3:0] di,
output reg [3:0] do,
input wire clk,
input wire plar
);
always @(posedge clk) 
begin 
    if (plar) begin
        do <= di;
    end
end
endmodule
module word_path (
    input wire clk,
    input wire res,
    input wire plwr,
    input wire selw,
    input wire plwc,
    input wire enw,
    input wire incw,
    input wire wci,
    input wire [3:0] bus_data_in,
    output wire [3:0] word_count_out,
    output wire [3:0] word_reg_out,
    output wire     wco
);
    wire [3:0] word_mux_out;
    register word_reg_inst (
        .clk(clk),
        .plar(plwr),
        .di(bus_data_in),
        .do(word_reg_out)
    );
    mux_2_to_1_4bit word_mux_inst (
        .sel(selw),
        .d0(bus_data_in),
        .d1(word_reg_out),
        .y(word_mux_out)
    );
    counter word_counter_inst (
        .clk(clk),
        .res(res),
        .load(plwc),
        .enable(enw),
        .up(incw),
        .carry_in(wci),
        .data_in(word_mux_out),
        .count_out(word_count_out),
        .carry_out(wco)
    );
endmodule
</file>
==> impl_metrics.tcl <==
# yosys + openroad results
set metrics [dict create \
    run_status "finished, violations left" \
    violations "negative setup slack" \
    grt_use_total_pct 14.9 \
    finalCritPeriodShare_pct 127 \
    worst_slew_pin_slew_ns 0.382 \
    avgSynthCellArea_sq_um 10.2 \
    diodes 0 \
    clock.fmax_mhz 393 \
    numPortBuffers 22 \
    io_pins 24 \
    crit_type "reg -> reg" \
    end_kind "flop" \
    clock-root-buffer "clkbuf_8" \
    rows 25 \
    rr_startpoint "ctrl_register_inst.do[1]" \
    dpl.hpwl_um 2620 \
    rr_worst_depth 11 \
    drive_gt1_share_pct 43.3 \
    finalHoldViolations 0 \
    dp_cells 259 \
    ys_warn_count 10 \
    warnings 34 \
    cts_buffers 3 \
    area_leaders "edfxtp_1 (22%), dfrtp_1 (14%), mux2i_1 (12%), ha_1 (7.6%), xnor2_1 (6.5%)" \
    drv_cap 0 \
    crit_path_top_delay_cell "edfxtp_1" \
    skew_ns 0.00301 \
    ys.flop_type "edfxtp_1" \
    grt_setup_unrepaired "true" \
    max-vdd-ir-drop_v 0.000234 \
    cts_tree "done" \
    async_reset_ff_share_pct 42.1 \
    ys_cells 145 \
    hold_class "in -> async" \
    antenna_found_initial 0 \
    r2r_slack_ns -0.54 \
    yosys_area_sq_um 1480 \
    p_leak_nw 0.974 \
    period_needed_ns 2.54 \
    grt_pass1_wl_um 6040 \
    slew_violations 0 \
    core_util_floorplan_pct 31.3 \
    critPathMaxFanout 5 \
    final_antenna_net_count 0 \
    top_area_share_pct 22.3 \
    die_height_um 72.2 \
    r2r_end "addr_path_inst.addr_counter_inst.count_out[3]" \
    syn-instance-count 145 \
    final_core_util_pct 48.7 \
    drc 0 \
    core_sq_um 4720 \
    routabilityCongestion 0.857 \
    drtIter0Drc 66 \
    clk_path_buf_depth 2 \
    die-area_sq_um 5220 \
    ys_seq_share_pct 35.8 \
    p_per_area_nw_per_um2 591 \
    critPathLaunch "ctrl_register_inst.do[1]" \
    synth.largest_area_cell "edfxtp_1" \
    cpPeakStageDelay_ns 0.49 \
    critical_path_required_ns 2.14 \
    setup_ws_ns -0.543 \
    die_x_um 72.2 \
    post_drt_wl_per_cell_um 12.7 \
    wirelength_um 3610 \
    area.growth.synth_to_final_pct 55.5 \
    tns_ns -2.85 \
    yosysUniqueCellTypes 40 \
    grt-ovfl-total 0 \
    grt_max_degree 12 \
    dp_slack_ns -0.576 \
    arrival_ns 2.68 \
    clock_sinks 19 \
    netlist_top_cells_count "mux2i_1 (18), nor2_1 (15), a21oi_1 (11), edfxtp_1 (11), xnor2_1 (11)" \
    clock_latency_ns 0.25 \
    first_pass_iters 4 \
    via_per_inst 4.62 \
    setup_viol 7 \
    path_clk_slew_ns 0.07 \
    cp_cell_sequence "ha_2 > buf_6 > or3b_4 > a21boi_4 > inv_2 > ha_4 > a21o_1 > a21oi_2 > xnor2_1 > a32oi_1 > o22a_1" \
    top_cell "mux2i_1" \
    htreeDepth 1 \
    cp-start-kind "flop" \
    maxSlewHeadroom_pct 74.3 \
    nFillCells 383 \
    ys_ff 19 \
    grt_pass1_vias 1378 \
    synth-edff-count 11 \
    synth_area_sq_um 1480 \
    stdcell_count 284 \
    via_count 1311 \
    holdBufCountCts 0 \
]
## cell usage in the layout (no fill, tap or decap), types with 3 or more instances in the layout
cell	instances
a21oi_2	4
nor2_1	12
clkdlybuf4s50_1	15
mux2i_1	16
xnor2_1	10
inv_2	3
buf_2	5
nor2_2	3
ha_1	5
edfxtp_1	11
dfrtp_1	8
nand2_1	6
buf_4	45
clkbuf_8	3
buf_6	8
inv_1	5
a21oi_1	7
o21ai_1	3
## how the worst max path moves through the flow
stage / end / depth (start not counted)
5_1_grt: addr_path_inst.addr_counter_inst.count_out[3] / 11
4_1_cts: addr_path_inst.addr_counter_inst.count_out[3] / 11
6_report: addr_path_inst.addr_counter_inst.count_out[3] / 11
## metal layers
layer	vias up	routed length (um)	GRT usage (%)
met5	-	0	0
met4	0	29	2.40
met3	4	160	2.96
met2	27	1650	23.1
met1	616	1770	22.8
li1	664	-	-
## through the flow
step / total power [mW] / cell area [sq um] / hold slack, ns
4_1_cts: 1.32 / 2190 / 0.317
2_1_floorplan: 0.797 / 1500 / 0.166
3_5_place_dp: 1.02 / 1980 / 0.521
3_3_place_gp: 1.02 / 1980 / 0.517
6_report: 1.36 / 2300 / 0.317
5_1_grt: 1.44 / 2300 / 0.340
## timing repair
| action | 4_1_cts | 5_1_grt |
|---|---|---|
| gates resized | 36 | 17 |
| pin swaps | 20 | 16 |
| endpoints found under the setup margin | 11 | 12 |
| setup buffers | 15 | 7 |
## logic make-up (layout without fill, tap and decap cells)
| logic type | after synthesis | after routing | share of synthesized area [%] |
|---|---|---|---|
| adders and majority gates | 10 | 10 | 8.96 |
| and+or+nand+nor | 45 | 45 | 17.4 |
| xor gates and xnor gates | 11 | 11 | 6.51 |
| DFF | 19 | 19 | 35.8 |
| buffers and inverters | 16 | 88 | 6.68 |
| muxes | 18 | 18 | 12.2 |
| AOI/OAI and AO/OA | 26 | 26 | 12.4 |
## report_power, final
group | switching [mW] | total (mW) | leakage (nW) | internal [mW]
sequential | 0.0402 | 0.504 | 0.189 | 0.464
clock | 0.116 | 0.253 | 0.0255 | 0.138
combinational | 0.265 | 0.602 | 0.760 | 0.338
total | 0.420 | 1.36 | 0.974 | 0.940
## sequential cells by signal (all words and copies together) (netlist names)
register	flops
addr_path_inst.addr_reg_inst.do	4
addr_path_inst.addr_counter_inst.count_out	4
word_path_inst.word_reg_inst.do	4
ctrl_register_inst.do	3
word_path_inst.word_counter_inst.count_out	4
## critical path: cells and delay by family (launching register included)
kind / cells / cell delay [ns]
xor gates and xnor gates: 1 / 0.15
DFF: 1 / 0.49
and+or+nand+nor: 1 / 0.37
adders and majority gates: 2 / 0.43
buffers and inverters: 2 / 0.19
AOI/OAI and AO/OA: 5 / 0.78
## final cells by class
type | instances | area [sq um] | share of cell area, %
Inverter | 8 | 30.0 | 1.31
Clock inverter | 1 | 5.00 | 0.218
Clock buffer | 3 | 41.3 | 1.79
Tap cell | 67 | 83.8 | 3.64
Timing Repair Buffer | 76 | 639 | 27.8
Multi-Input combinational cell | 110 | 971 | 42.2
Sequential cell | 19 | 531 | 23.1
Power is estimated from default activity; no workload was simulated.
